### config.mk
export PLATFORM = sky130hd
export DESIGN_NAME = Register_File
export DESIGN_NICKNAME = Register_File
export VERILOG_FILES = /design/flow/design.v
export SDC_FILE = /design/flow/constraint.sdc
export NUM_CORES = 4
export LEC_CHECK = 1
export CORE_UTILIZATION = 30
### run.sh
#!/bin/bash
# OpenROAD 26Q1-2900-gdf79404cd8, Yosys 0.63+post, stock flow scripts
make -C /OpenROAD-flow-scripts/flow DESIGN_CONFIG=/design/flow/config.mk WORK_HOME=/design/flow/orfs finish
### design.v
module Register_File(input clk,rst,WE3, input [4:0]A1,A2,A3, input [31:0]WD3, output [31:0]RD1,RD2);
    reg [31:0] Register [31:0];
    always @ (posedge clk)
    begin
        if(WE3&(A3!=5'h00))
            Register[A3] <= WD3;
    end
    assign RD1=(rst==1'b0) ? 32'd0 : Register[A1];
    assign RD2=(rst==1'b0) ? 32'd0 : Register[A2];
    initial begin
        Register[0]=32'h00000000;
    end
endmodule
### constraint.sdc
current_design Register_File

set clk_period 8.9
set clk_io_pct 0.2

create_clock -name clk0 -period $clk_period [get_ports {clk}]

set non_clock_inputs [all_inputs -no_clocks]
set_input_delay [expr $clk_period * $clk_io_pct] -clock clk0 $non_clock_inputs
set_output_delay [expr $clk_period * $clk_io_pct] -clock clk0 [all_outputs]
==> job_summary.md <==
### Metrics collected by this job

| Metric | Value |
|---|---|
| Status | `completed` |
| OpenROAD warning count | `26` |
| CTS tree | `yes` |
| Most numerous logic cells after layout | `edfxtp_1, mux4_2, buf_4` |
| Tot GR Track Use | `20.02%` |
| Layout area overhead | `15.86%` |
| Top cell excl fill/tap | `edfxtp_1` |
| Clk pwr share | `40.4%` |
| GPL Wtd Cong | `0.8742` |
| Post-Route WL | `147.3 mm` |
| Area of the core | `156200 sq um` |
| Hold Crit Class | `in2reg` |
| Routed wire per std cell | `31.73 microns` |
| Comb pwr share | `8.9%` |
| Resized Gates After CTS | `0` |
| Postcts setup bufs | `0` |
| Unrepaired setup endpoints after global routing | `false` |
| WP data required | `7120 ps` |
| Number of cells produced by synthesis | `2323` |
| Sw Pwr | `2.443 mW` |
| CTS sink cnt | `1024` |
| Gr ovfl total | `0` |
| Vias per inst | `5.650` |
| DRT iter0 DRCs | `1761` |
| Setup tns final | `0 ps` |
| Period utilization | `77.87%` |
| Dominant cell type by area after synthesis | `edfxtp_1` |
| Routed vias | `26220` |
| First-pass GRT wire length | `209.0 mm` |
| Net Sw Frac | `22.94%` |
| Distinct lib cells | `30` |
| Min Tclk post-route | `6930 ps` |
| Gr busiest metal | `met2` |
| Htree depth | `3` |
| Synthesis area per yosys | `47230 sq um` |
| Yosys cell count | `2323` |
| Crit path arrival time | `5150 ps` |
| Cell Count, Final, Fillers Out | `4641` |
| Hold Buf Count CTS | `0` |
| Worst-margin pin slew | `998.5 ps` |
| Vias in the first global route | `29310` |
| Registers, synthesis | `1024` |
| CTS buffer count | `103` |
| Met1 usage | `20.89%` |
| Crit Path Max Fanout | `33` |
| Share of cells above drive strength 1 | `35.44%` |
| Worst slew margin | `33.44%` |
| Clock Path Buffers | `3` |
| Initial antenna violation count | `8` |
| Area leader share | `65.10%` |
| IO Count | `114` |
| Seq/Total Area, Yosys | `65.10%` |
| Setup Viol. Count Final | `0` |
| Full die area | `159000 sq um` |
| Yosys warning tally | `1` |
| Max VDD drop | `159.7 uV` |
| Die Wd | `398.8 microns` |
| Leakage dissipation | `16.82 nW` |
| Clock root cell | `clkbuf_16` |
| Detail Route Antenna Nets | `0` |
| MaxCap Viol Count | `0` |
| Drc violations | `0` |
| DIE HEIGHT | `398.8 microns` |
| Row cnt | `145` |
| Clk slew on worst S/H paths | `60 ps` |
| Register share of total power | `50.7%` |
| Avg Cell Area, Syn | `20.33 sq um` |
| Synth top area cells | `edfxtp_1, mux4_2, mux2_2` |
| Cells after DPL | `4459` |
| DRT Pass-1 Iters | `5` |
| WS Path Type | `in2out` |
| Fp_density | `30.24%` |
| Critical Path Start Type | `primary input` |
| Fin. Hold Viols | `0` |
| Max-slew violations | `0` |
| Largest net degree at the start of global routing | `76` |
| Pint | `8.209 mW` |
| DP Wirelength | `88.66 mm` |
| Synth Cell Area | `47230 sq um` |
| Met2 Use GR | `30.96%` |
| FMAX | `144.3 MHz` |
| Port bufs | `113` |
| Kind of end point of the critical path | `primary output` |
| Top reg by flops | `Register` |
| Top Registers | `Register (1024)` |
| Pwr Density | `194.6 nW/um^2` |
| Max reg flops | `1024` |
| Met3 usage | `15.48%` |
[final timing paths]
path / from / end / cells after the start
worst max-delay path: A1[4] / RD1[12] / 7
worst min-delay path: WD3[0] / Register[13][0] / 1
[routing by layer]
metal / vias up / part of all wire (%)
met5: - / 0.075
met4: 12 / 4.0
met3: 321 / 17
met2: 1956 / 48
met1: 13370 / 31
li1: 10570 / -
[per-stage QoR]
step                power (mW)  hold WS [ps]  utilization, %  worst slack, ps  area (sq um)
floorplan                6.045          1879               -             3882         47350
global placement         6.457          2500           32.92             1956         51420
detailed placement       6.457          2501           32.92             2000         51420
CTS                      10.73          1737           35.03             1982         54720
global route             10.94          1791           35.03             1715         54720
finish                   10.65          1772           35.03             1970         54720
[worst max-delay path, stage by stage]
cell	delay (ps)
buf_2	160
buf_4	620
nand2b_2	790
buf_4	490
o221ai_1	250
a31oi_1	460
clkdlybuf4s50_1	560
[cells in the mapped netlist]
master and number:
nor2b_1 4, mux2i_1 128, clkbuf_1 98, nand3_1 2, mux2_2 128, buf_6 10, o21ai_1 16, mux4_2 448
buf_12 1, inv_1 2, or2_2 2, nand2b_1 2, conb_1 1, o221ai_1 64, and2_1 2, o2111ai_1 12
or3b_2 3, nand2_1 25, or3_1 1, nor2_1 38, buf_2 64, buf_1 11, buf_4 11, a221oi_1 52
o21ai_0 36, nand3b_1 5, a31oi_1 64, edfxtp_1 1024, a22oi_1 64, buf_8 5
[power by group through the flow]
stage,sequential [mW],combinational [mW],clock (mW)
CTS,5.41,0.953,4.37
global route,5.41,1.01,4.52
finish,5.41,0.947,4.30
[cell type report]
type	count	area [sq um]
inverters	2	12.51
flip-flops and latches	1024	30750
well taps	2058	2575
multi-input cells	1128	15860
fillers	14250	101500
repair buffers	247	2221
diodes	1	2.502
clock buffers	119	2638
clock inverters	62	666.9
[cell families (layout without fill, tap and decap cells)]
family,Yosys count,in the layout,share of synthesized area [%]
other,1,33,0.007939
multiplexers,704,704,27.13
AND-OR/OR-AND,308,308,4.789
buffers and inverters,202,430,2.175
flip-flops,1024,1024,65.10
AND/OR/NAND/NOR,84,84,0.8026
Power is estimated from default activity; no workload was simulated.
