--- flow/config.mk ---
export PLATFORM = sky130hd
export DESIGN_NAME = memory_cycle
export DESIGN_NICKNAME = memory_cycle
export VERILOG_FILES = /design/flow/design.v
export SDC_FILE = /design/flow/constraint.sdc
export NUM_CORES = 4
export LEC_CHECK = 1
export CORE_UTILIZATION = 40
export SYNTH_MEMORY_MAX_BITS = 65536
--- flow/constraint.sdc ---
current_design memory_cycle

set clk_period 6.7
set clk_io_pct 0.2

create_clock -name clk0 -period $clk_period [get_ports {clk}]

set non_clock_inputs [all_inputs -no_clocks]
set_input_delay [expr $clk_period * $clk_io_pct] -clock clk0 $non_clock_inputs
set_output_delay [expr $clk_period * $clk_io_pct] -clock clk0 [all_outputs]
--- flow/design.v ---
module Data_Memory(input clk,rst,WE,input [31:0] WD,A,output [31:0]RD);
    reg [31:0] mem [1023:0];
    always @ (posedge clk)
    begin
        if(WE)
            mem[A]<=WD;
    end
    assign RD=(~rst)?32'd0:mem[A];
    initial begin
        mem[0] = 32'h00000000;
    end
endmodule
module memory_cycle(input clk, rst, RegWriteM, MemWriteM, ResultSrcM, input [4:0] RD_M, input [31:0] PCPlus4M, WriteDataM, ALU_ResultM, 
                    output RegWriteW, ResultSrcW, output [4:0] RD_W,  output [31:0] PCPlus4W, ALU_ResultW, ReadDataW);
   wire [31:0] ReadDataM;
    reg RegWriteM_r, ResultSrcM_r;
    reg [4:0] RD_M_r;
    reg [31:0] PCPlus4M_r, ALU_ResultM_r, ReadDataM_r;
    Data_Memory dmem (
                        .clk(clk),
                        .rst(rst),
                        .WE(MemWriteM),
                        .WD(WriteDataM),
                        .A(ALU_ResultM),
                        .RD(ReadDataM)
                    );
    always @(posedge clk or negedge rst) begin
        if (rst == 1'b0) begin
            RegWriteM_r <= 1'b0; 
            ResultSrcM_r <= 1'b0;
            RD_M_r <= 5'h00;
            PCPlus4M_r <= 32'h00000000; 
            ALU_ResultM_r <= 32'h00000000; 
            ReadDataM_r <= 32'h00000000;
        end
        else begin
            RegWriteM_r <= RegWriteM; 
            ResultSrcM_r <= ResultSrcM;
            RD_M_r <= RD_M;
            PCPlus4M_r <= PCPlus4M; 
            ALU_ResultM_r <= ALU_ResultM; 
            ReadDataM_r <= ReadDataM;
        end
    end 
    assign RegWriteW = RegWriteM_r;
    assign ResultSrcW = ResultSrcM_r;
    assign RD_W = RD_M_r;
    assign PCPlus4W = PCPlus4M_r;
    assign ALU_ResultW = ALU_ResultM_r;
    assign ReadDataW = ReadDataM_r;
endmodule
--- flow/run.sh ---
#!/bin/bash
# OpenROAD 26Q1-2900-gdf79404cd8, Yosys 0.63+post, stock flow scripts
make -C /OpenROAD-flow-scripts/flow DESIGN_CONFIG=/design/flow/config.mk WORK_HOME=/design/flow/orfs finish
==> impl_results.html <==
<p>Metrics extracted from the flow reports.</p>
<table>
<tr><th>Metric</th><th>Value</th></tr>
<tr><th colspan="2">Run</th></tr>
<tr><td>Max-Cap Viols</td><td>4</td></tr>
<tr><td>Total tool warning count</td><td>135</td></tr>
<tr><th colspan="2">Timing</th></tr>
<tr><td>Actual slew at the worst max-slew pin</td><td>1570 ps</td></tr>
<tr><td>Final Hold Violating Endpoints</td><td>0</td></tr>
<tr><td>Max Clock Freq</td><td>145 MHz</td></tr>
<tr><td>Post-layout worst setup margin</td><td>-194 ps</td></tr>
<tr><td>Post-layout min period</td><td>6890 ps</td></tr>
<tr><td>Hold_ws</td><td>112 ps</td></tr>
<tr><td>Final setup violation count</td><td>1</td></tr>
<tr><td>Sum Neg Setup Slack</td><td>-194 ps</td></tr>
<tr><td>Part of the cycle the worst path needs</td><td>103%</td></tr>
<tr><td>Max-slew violations</td><td>42</td></tr>
<tr><td>Max-slew headroom at the worst pin</td><td>-5.01%</td></tr>
<tr><td>Max Clock Skew</td><td>153 ps</td></tr>
<tr><th colspan="2">Detailed routing</th></tr>
<tr><td>Routed Wire Length</td><td>3990000 um</td></tr>
<tr><td>Drt drc</td><td>0</td></tr>
<tr><td>Average routed wire per standard cell</td><td>35.9 um</td></tr>
<tr><td>Routed via count divided by cell count</td><td>5.80</td></tr>
<tr><td>Total number of vias</td><td>646k</td></tr>
<tr><td>Iter 0 DRT Violations</td><td>46.1k</td></tr>
<tr><td>Antenna violation net count after detailed routing</td><td>0</td></tr>
<tr><td>Pre-Repair DR Iteration Count</td><td>9</td></tr>
<tr><th colspan="2">Cells and area</th></tr>
<tr><td>Number of standard cells in the final layout excluding fillers</td><td>111k</td></tr>
<tr><td>Proportion of layout cells with a drive suffix above 1</td><td>18.9%</td></tr>
<tr><td>Area overhead of the layout relative to synthesis</td><td>16.1%</td></tr>
<tr><th colspan="2">Synth</th></tr>
<tr><td>Yosys Warn Count</td><td>2</td></tr>
<tr><td>Distinct cell type count after synthesis</td><td>64</td></tr>
<tr><td>Ranking of synthesized cells by instance count</td><td>edfxtp_1 (32.8k), mux2i_1 (11.3k), o22ai_1 (5049), mux4_2 (2571), clkbuf_1 (1640)</td></tr>
<tr><td>Top cell type by instance count after synthesis</td><td>edfxtp_1</td></tr>
<tr><td>Most area-consuming cells after synthesis</td><td>edfxtp_1 (79%), mux2i_1 (9.0%), mux4_2 (4.6%)</td></tr>
<tr><td>Average cell area after synthesis</td><td>20.0 um^2</td></tr>
<tr><td>Yosys top cell area share</td><td>78.9%</td></tr>
<tr><td>Seq share, synth</td><td>79.1%</td></tr>
<tr><td>Top FF cell, synth</td><td>edfxtp_1</td></tr>
<tr><td>Yosys reg bits</td><td>32.9k</td></tr>
<tr><td>Async set or reset register ratio after synthesis</td><td>0.313%</td></tr>
<tr><td>Chip area line of the yosys report</td><td>1250000 um^2</td></tr>
<tr><td>Dominant cell type by area after synthesis</td><td>edfxtp_1</td></tr>
<tr><td>Post-synth EDFFs</td><td>32.8k</td></tr>
<tr><td>Gate Count Post-Synth</td><td>62.4k</td></tr>
<tr><td>Total cells reported by yosys after synthesis</td><td>62.4k</td></tr>
<tr><td>Post-synthesis cell area</td><td>1250000 um^2</td></tr>
<tr><th colspan="2">Floorplanning</th></tr>
<tr><td>Total I/O pin count</td><td>209</td></tr>
<tr><td>Total die area</td><td>3120000 um^2</td></tr>
<tr><td>Floorplan Utilization</td><td>40.1%</td></tr>
<tr><td>Core region area</td><td>3110000 um^2</td></tr>
<tr><td>Die height</td><td>1770 um</td></tr>
<tr><td>Site Rows</td><td>648</td></tr>
<tr><td>Die width</td><td>1770 um</td></tr>
<tr><th colspan="2">GRT</th></tr>
<tr><td>Initial antenna violation count</td><td>313</td></tr>
<tr><td>Wire length of the first global-routing pass</td><td>5440000 um</td></tr>
<tr><td>Via count of the first global-routing pass</td><td>674k</td></tr>
<tr><td>GR Util All Layers</td><td>27.7%</td></tr>
<tr><td>Overflow left after global routing</td><td>0</td></tr>
<tr><td>Largest net degree at the start of global routing</td><td>142</td></tr>
<tr><th colspan="2">Critical path</th></tr>
<tr><td>Cell with the biggest individual delay on the critical path</td><td>nor4_2</td></tr>
<tr><td>Type of destination of the critical path</td><td>register</td></tr>
<tr><td>WS Path Type</td><td>input pin to register</td></tr>
<tr><td>Kind of cell with the highest combined delay on the critical path</td><td>simple AND/OR/NAND/NOR gates</td></tr>
<tr><td>CP required</td><td>8310 ps</td></tr>
<tr><td>Count of buffering cells on the critical path with inverters included</td><td>7</td></tr>
<tr><td>Biggest cell delay along the critical path</td><td>880 ps</td></tr>
<tr><td>Most repeated library cell on the critical path</td><td>buf_12</td></tr>
<tr><td>Arrival time at the worst endpoint</td><td>8500 ps</td></tr>
<tr><td>Worst-path cell chain</td><td>dlygate4sd3_1 &gt; buf_8 &gt; nand4bb_4 &gt; buf_12 &gt; buf_12 &gt; o22ai_1 &gt; nor3_1 &gt; buf_4 &gt; o2111ai_1 &gt; and3_1 &gt; nor4_2 &gt; buf_12 &gt; nand4_1 &gt; buf_12 &gt; o31a_1</td></tr>
<tr><td>Largest fanout on the critical path</td><td>62</td></tr>
<tr><td>Startpoint type of the worst setup path</td><td>input pin</td></tr>
<tr><th colspan="2">Clock network</th></tr>
<tr><td>Clk latency of the worst-skew pair</td><td>1880 ps</td></tr>
<tr><td>Root buffer selected by CTS</td><td>clkbuf_16</td></tr>
<tr><td>Clock H-tree levels</td><td>8</td></tr>
<tr><td>Inserted Clock Buffers</td><td>3216</td></tr>
<tr><td>Number of clock sinks seen by CTS</td><td>32.9k</td></tr>
<tr><td>Post-CTS clock slew at the launch and capture registers of the worst setup and hold paths</td><td>60 ps</td></tr>
<tr><td>Clock tree from TritonCTS</td><td>done</td></tr>
<tr><td>Max Buffers Root-to-Sink</td><td>6</td></tr>
<tr><th colspan="2">Outcome</th></tr>
<tr><td>Outcome</td><td>finished with violations</td></tr>
<tr><td>Violated checks</td><td>max-capacitance violations, max-slew violations, negative setup slack</td></tr>
<tr><th colspan="2">Power and ir drop</th></tr>
<tr><td>Pleak</td><td>476 nW</td></tr>
<tr><td>Pwr Total</td><td>422 mW</td></tr>
<tr><td>Switching power share of the total</td><td>22.0%</td></tr>
<tr><td>Design internal power</td><td>329 mW</td></tr>
<tr><td>Combinational share of power</td><td>5.2%</td></tr>
<tr><td>Sequential Power Share</td><td>53.7%</td></tr>
<tr><td>Power density relative to cell area</td><td>291 nW/um^2</td></tr>
<tr><td>Net Sw Power</td><td>93.0 mW</td></tr>
<tr><td>Clock group share of total power</td><td>41.2%</td></tr>
<tr><td>VDD IR-drop max</td><td>0.321 mV</td></tr>
<tr><th colspan="2">Hold path</th></tr>
<tr><td>Worst min path class</td><td>input pin to register</td></tr>
<tr><th colspan="2">Placed design</th></tr>
<tr><td>Number of instances in the placed design</td><td>105k</td></tr>
<tr><td>Final Wtd Congestion</td><td>0.930</td></tr>
<tr><td>I/O Buffers</td><td>208</td></tr>
<tr><td>Post-detail-place hpwl</td><td>2450000 um</td></tr>
</table>
## per-layer routing
layer | track usage (%) | vias to the layer above | wire length (um)
li1 | - | 269520 | -
met1 | 28.6 | 323027 | 1130000
met2 | 37.6 | 44763 | 1750000
met3 | 25.6 | 7801 | 840000
met4 | 13.2 | 422 | 252000
met5 | 4.85 | - | 18500
## layout by cell type (no fill, tap or decap), drive strengths merged, types with 304 or more instances in the layout
master / count
nand3: 410
nor4: 1109
clkinv: 1509
a22oi: 911
clkbuf: 4035
buf: 4740
edfxtp: 32768
nor2: 1393
a21oi: 304
mux4: 2571
diode: 665
o21ai: 414
mux2i: 11258
o22ai: 5049
## metrics by stage
step	worst slack, ps	utilization (%)	area (um^2)
after floorplan	563	-	1250000
after global placement	-2230	43.2	1340000
after detailed placement	-1290	43.2	1340000
after CTS	194	46.5	1450000
after global routing	-59.2	46.5	1450000
final	-194	46.5	1450000
## state kept, by name, indices dropped and copies added (netlist names)
register,count
ReadDataM_r,32
dmem.mem,32768
PCPlus4M_r,32
RD_M_r,5
RegWriteM_r,1
ALU_ResultM_r,32
ResultSrcM_r,1
## power groups by stage
stage                 sequential (mW)  clock [mW]  combinational [mW]
after CTS                         226         176                21.5
after global routing              226         183                22.7
final                             226         174                21.8
## what timing repair did
action,in CTS,in global routing
hold endpoints to repair,137,0
buffers inserted,0,3
hold buffers,73,0
resized,0,1
setup endpoints to repair,0,1
## worst paths after layout
check,startpoint,end,slack [ps],cells after the start
max,ALU_ResultM[3],ReadDataM_r[22]$_DFF_PN0_,-190,15
min,WriteDataM[7],dmem.mem[948][7]$_DFFE_PP_,110,1
max reg2reg,dmem.mem[665][22]$_DFFE_PP_,ReadDataM_r[22]$_DFF_PN0_,1130,9
min reg2reg,dmem.mem[980][23]$_DFFE_PP_,ReadDataM_r[23]$_DFF_PN0_,1160,6
max in group asynchronous,rst,ReadDataM_r[2]$_DFF_PN0_,4560,4
min in group asynchronous,rst,PCPlus4M_r[15]$_DFF_PN0_,180,2
## kinds of logic (layout without fill, tap and decap cells)
logic type / Yosys count / count (layout) / synth area share [%]
compound gates: 7605 / 7605 / 4.01
flops: 32871 / 32871 / 79.1
buf+inv: 3820 / 10826 / 1.35
other cells: 0 / 665 / 0
mux: 14022 / 14022 / 13.9
simple gates: 4096 / 4096 / 1.69
## layout make-up
class | instances | area (um^2)
fillers | 251889 | 1660000
flip-flops and latches | 32871 | 987000
multi-input cells | 25723 | 254000
clock buffers | 4035 | 84200
repair buffers | 4978 | 53600
well taps | 41275 | 51600
clock inverters | 1809 | 16300
diodes | 665 | 1660
inverters | 4 | 40.0
Power and IR drop assume default switching activity.
